$ cat flow/config.mk
export PLATFORM = sky130hd
export DESIGN_NAME = vaddoflow
export DESIGN_NICKNAME = vaddoflow
export VERILOG_FILES = /design/flow/design.v
export SDC_FILE = /design/flow/constraint.sdc
export NUM_CORES = 4
export LEC_CHECK = 1
export CORE_AREA = 10 10 70 70
export DIE_AREA = 0 0 80 80
$ cat flow/constraint.sdc
current_design vaddoflow

set clk_period 5.6
set clk_io_pct 0.2

create_clock -name clk0 -period $clk_period

set non_clock_inputs [all_inputs -no_clocks]
set_input_delay [expr $clk_period * $clk_io_pct] -clock clk0 $non_clock_inputs
set_output_delay [expr $clk_period * $clk_io_pct] -clock clk0 [all_outputs]
$ cat flow/design.v
`timescale 1ns / 1ps
module vaddoflow(
    input [3:0] a,b,
    output [6:0] seg_L,
    output oflow
    );
    wire [4:0] x;
    assign x = a + b;
    vsevenseg gate (.x(x[3:0]),
                    .seg_L(seg_L));
    assign oflow = x[4];
endmodule
`timescale 1ns / 1ps
module vsevenseg(
    input [3:0] x,
    output reg [6:0] seg_L
    );
    always @ *
    begin
        case (x)
            4'd0: seg_L = 7'b100_0000;
            4'd1: seg_L = 7'b111_1001;
            4'd2: seg_L = 7'b010_0100;
            4'd3: seg_L = 7'b011_0000;
            4'd4: seg_L = 7'b001_1001;
            4'd5: seg_L = 7'b001_0010;
            4'd6: seg_L = 7'b000_0010;
            4'd7: seg_L = 7'b111_1000;
            4'd8: seg_L = 7'b000_0000;
            4'd9: seg_L = 7'b001_0000;
            4'd10: seg_L = 7'b000_1000;
            4'd11: seg_L = 7'b000_0011;
            4'd12: seg_L = 7'b100_0110;
            4'd13: seg_L = 7'b010_0001;
            4'd14: seg_L = 7'b000_0110;
            4'd15: seg_L = 7'b000_1110;
            default: seg_L = 7'b111_1111;
        endcase
    end
endmodule
$ cat flow/run.sh
#!/bin/bash
# OpenROAD 26Q1-2900-gdf79404cd8, Yosys 0.63+post, stock flow scripts
make -C /OpenROAD-flow-scripts/flow DESIGN_CONFIG=/design/flow/config.mk WORK_HOME=/design/flow/orfs finish
==> flow_results.xml <==
<?xml version="1.0" encoding="UTF-8"?>
<metrics>
  <group name="run_status">
    <metric name="run_status" unit="">finished clean</metric>
  </group>
  <group name="clocking">
    <metric name="post_cts_hold_buffer_count" unit="">0</metric>
    <metric name="post_cts_resize_count" unit="">0</metric>
    <metric name="cts_setup_buffers" unit="">0</metric>
  </group>
  <group name="hold_path">
    <metric name="holdPathEnd" unit="">oflow</metric>
    <metric name="hp-class" unit="">in2out</metric>
    <metric name="hp-start" unit="">b[3]</metric>
    <metric name="whs_path_depth" unit="">4</metric>
  </group>
  <group name="sta">
    <metric name="timing.max_slew.rel_slack" unit="">0.7619</metric>
    <metric name="post-route-worst-setup-slack" unit="ns">0.6937</metric>
    <metric name="timing.final.setup_violations" unit="">0</metric>
    <metric name="final.period_utilization" unit="">0.8761</metric>
    <metric name="worst-slew-pin-transition" unit="ns">0.3563</metric>
    <metric name="finalHoldViolCount" unit="">0</metric>
    <metric name="timing.final.max_slew_violations" unit="">0</metric>
    <metric name="setup-tns-final" unit="ns">0</metric>
    <metric name="fmax" unit="MHz">203.8</metric>
    <metric name="unrepaired_setup_endpoints_after_global_routing" unit="">false</metric>
    <metric name="period_needed" unit="ns">4.906</metric>
  </group>
  <group name="floorplan">
    <metric name="die_extent_in_x" unit="um">80</metric>
    <metric name="floorplan.rows" unit="">21</metric>
    <metric name="fp_util" unit="">0.1407</metric>
    <metric name="floorplan.core_area" unit="sq mm">0.003416</metric>
    <metric name="die-height" unit="um">80</metric>
    <metric name="dieArea" unit="sq mm">0.006400</metric>
    <metric name="pin_count" unit="">16</metric>
  </group>
  <group name="final_layout">
    <metric name="final_cell_count_no_fill" unit="">123</metric>
    <metric name="layout.clock_buffers" unit="">0</metric>
    <metric name="regArea" unit="sq um">0</metric>
    <metric name="ff_count" unit="">0</metric>
    <metric name="num-fill-cells" unit="">388</metric>
    <metric name="layout_stage_area_growth_over_the_synthesis_result" unit="%">44.27</metric>
    <metric name="final_area" unit="sq um">693.2</metric>
    <metric name="layout.core_utilization" unit="">0.2029</metric>
    <metric name="ratio_of_cells_with_drive_above_1_in_the_final_layout" unit="">0.07792</metric>
  </group>
  <group name="detailed_routing">
    <metric name="drt_first_iter_violations" unit="">15</metric>
    <metric name="vias" unit="">457</metric>
    <metric name="route.antenna.remaining_nets" unit="">0</metric>
    <metric name="remaining_drc_errors" unit="">0</metric>
    <metric name="routed_wire_length_per_instance" unit="um">9.203</metric>
    <metric name="num_antenna_cells" unit="">0</metric>
    <metric name="drt_wl_total" unit="mm">1.132</metric>
    <metric name="drt-vias-per-instance" unit="">3.715</metric>
    <metric name="firstDrtPassIters" unit="">4</metric>
  </group>
  <group name="critical_path">
    <metric name="cp.required" unit="ns">4.48</metric>
    <metric name="timing.critical_path.fanout_max" unit="">5</metric>
    <metric name="crit_type" unit="">in2out</metric>
    <metric name="crit_slowest_cell" unit="">sky130_fd_sc_hd__fa_1</metric>
    <metric name="nature_of_the_critical_path_endpoint" unit="">output port</metric>
    <metric name="cp-start-kind" unit="">primary input</metric>
    <metric name="cp_data_arrival_time" unit="ns">3.79</metric>
    <metric name="critical_path.max_stage_delay" unit="ns">0.55</metric>
    <metric name="cp_cell_instances" unit="">clkdlybuf4s50_1, ha_1, inv_1, fa_1, inv_1, ha_1, or4_1, o2111a_1, clkdlybuf4s50_1</metric>
  </group>
  <group name="yosys">
    <metric name="synth.distinct_cells" unit="">28</metric>
    <metric name="netlist_area" unit="sq um">480.5</metric>
    <metric name="syn_inst" unit="">62</metric>
    <metric name="synthTopCellsByArea" unit="">sky130_fd_sc_hd__ha_1, sky130_fd_sc_hd__mux2i_1, sky130_fd_sc_hd__a21oi_1, sky130_fd_sc_hd__inv_1, sky130_fd_sc_hd__fa_1</metric>
    <metric name="top_area_cell" unit="">sky130_fd_sc_hd__ha_1</metric>
    <metric name="post-synth-top-area-fraction" unit="">0.2604</metric>
    <metric name="yosys_cells" unit="">62</metric>
    <metric name="avgSynthCellArea" unit="sq um">7.749</metric>
    <metric name="yosys_area" unit="sq um">480.5</metric>
    <metric name="number_of_warnings_reported_in_the_yosys_synthesis_log" unit="">1</metric>
    <metric name="yosysSeqAreaShare" unit="">0</metric>
  </group>
  <group name="grt">
    <metric name="grt_first_pass_wirelength" unit="mm">2.063</metric>
    <metric name="globalRouteTotalUtil" unit="">0.03701</metric>
    <metric name="grt_pass1_vias" unit="">459</metric>
    <metric name="antenna_violations_before_repair" unit="">0</metric>
    <metric name="globalRouteOverflowTotal" unit="">0</metric>
    <metric name="largest_net_degree_at_the_start_of_global_routing" unit="">12</metric>
  </group>
  <group name="power">
    <metric name="power.static_leakage" unit="uW">0.0002972</metric>
    <metric name="power.density_cell_area" unit="mW/mm^2">147.0</metric>
    <metric name="irDropWorstVdd" unit="V">0.00002772</metric>
  </group>
  <group name="run">
    <metric name="openroad.warnings" unit="">37</metric>
    <metric name="cap_viol_max_count" unit="">0</metric>
  </group>
  <group name="placement">
    <metric name="area_after_detailed_placement" unit="sq um">693.2</metric>
    <metric name="placed_cells" unit="">123</metric>
    <metric name="dp.final_hpwl" unit="mm">1.024</metric>
    <metric name="dp_slack" unit="ns">0.6655</metric>
    <metric name="place_congestion" unit="">0.7958</metric>
    <metric name="buffer_ports.inserted" unit="">16</metric>
  </group>
</metrics>
power by group:
group          total, uW  switching [uW]  internal, uW
Sequential             0               0             0
Clock                  0               0             0
Combinational        102            44.1          57.8
Total                102            44.1          57.8
worst max-delay path by stage:
| stage | startpoint | depth (start not counted) | slack [ns] | to |
|---|---|---|---|---|
| after CTS | a[0] | 9 | 0.66 | seg_L[3] |
| after global routing | a[0] | 9 | 0.54 | seg_L[3] |
| final | a[0] | 9 | 0.69 | seg_L[3] |
cells by family after synthesis:
group                    Yosys count  share of synthesized area
AND/OR/NAND/NOR                   16                     0.1823
XOR/XNOR                           2                    0.05210
adder cells (fa/ha/maj)           11                     0.3021
buffers and inverters             10                    0.08854
AND-OR/OR-AND                     17                     0.2500
multiplexers                       6                     0.1250
cell usage after synthesis, drive strengths merged:
library cell  number
a2111oi            1
a211oi             1
a21o               1
a21oi              8
a311oi             1
and2               1
and3               1
buf                2
fa                 1
ha                10
inv                8
mux2i              6
nand2              4
nand2b             1
nand3              1
nor2               5
nor3               2
o2111a             1
o211ai             1
o21ai              1
o21bai             1
o31ai              1
or4                1
xnor2              1
xor2               1
through the flow:
step	hold slack [ns]	power (uW)
floorplan	2.415	57.69
global placement	3.369	103.4
detailed placement	3.376	103.8
CTS	3.380	104.4
global route	3.423	116.1
finish	3.364	101.9
worst max-delay path: cells and delay by family:
family	cells	cell delay [ns]
compound gates	1	0.14
fa+ha+maj	3	0.98
buf+inv	4	1.04
simple gates	1	0.50
routing by layer:
metal	global-route usage	wire length (um)
met3	0.006818	57
met1	0.04838	566
met5	0	0
met2	0.06501	509
met4	0	0
area by class of cell:
class | instances | area, sq um | area share
timing repair buffer | 17 | 167.7 | 0.2419
inverter | 8 | 30.03 | 0.04332
multi-input combinational | 52 | 437.9 | 0.6318
tap | 46 | 57.56 | 0.08303
cell usage in the layout, fill, tap and decap left out, types with 2 or more instances in the layout:
cell                              instances
sky130_fd_sc_hd__mux2i_1                  6
sky130_fd_sc_hd__nand2_1                  4
sky130_fd_sc_hd__ha_1                    10
sky130_fd_sc_hd__inv_1                    8
sky130_fd_sc_hd__clkdlybuf4s50_1         16
sky130_fd_sc_hd__a21oi_2                  2
sky130_fd_sc_hd__nor2_1                   4
sky130_fd_sc_hd__nor3_1                   2
sky130_fd_sc_hd__a21oi_1                  6
Power and IR drop assume default switching activity.
