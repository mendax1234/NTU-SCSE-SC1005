**design/flow/design.v**
```verilog
`timescale 1ns / 1ps
module convert(
    input [3:0] in,
    output reg [3:0] out
    );
    always @*
    begin
        case (in)
            4'd0  : out = 4'hA;
            4'd1  : out = 4'hA;
            4'd2  : out = 4'hC;
            4'd3  : out = 4'hB;
            4'd4  : out = 4'hF;
            4'd5  : out = 4'hF;
            4'd6  : out = 4'hE;
            4'd7  : out = 4'hE;
            4'd8  : out = 4'hA;
            4'd9  : out = 4'h1;
            4'd10 : out = 4'h5;
            4'd11 : out = 4'hA;
            4'd12 : out = 4'h9;
            4'd13 : out = 4'hB;
            4'd14 : out = 4'hB;
            4'd15 : out = 4'hD;
        endcase
    end
endmodule
`timescale 1ns / 1ps
module scroll(
    input clk,
    input rst,
    output [15:0] display
    );
    reg [3:0] count; 
    wire [3:0] a,b,c,d;
    always @(posedge clk)
    begin
        if(rst)
            count <= 4'b0000;
        else
            count <= count + 1'b1;
    end
    assign a = count;
    assign b = count + 4'd1;
    assign c = count + 4'd2;
    assign d = count + 4'd3;
    convert A (.in(a), .out(display[15:12]));
    convert B (.in(b), .out(display[11:8]));
    convert C (.in(c), .out(display[7:4]));
    convert D (.in(d), .out(display[3:0]));
endmodule
`timescale 1ns / 1ps
module Lab5_top(input clk, rst, sel, output [6:0] seg_L, output [3:0] anode_L);
    wire s_clk;
    wire [15:0] value;
    scroll uut1 (.clk(s_clk), .rst(rst), .display(value));
    slow_clkgen uut2 (.clk(clk), .rst(rst), .clk_out(s_clk));
    seg7_driver uut3 (.clk(clk), .rst(rst), .sel(sel), .value(value), .anode_d(4'b0000), .seg_L(seg_L), .anode_L(anode_L));
endmodule
`timescale 1ns / 1ps
module seg7_driver(
    input clk,                   
    input rst,                   
    input sel,                   
    input [15:0] value,        
    input [3:0] anode_d,         
    output reg [6:0] seg_L,      
    output reg [3:0] anode_L     
    );
	wire [1:0] seg7_clk;
	wire [15:0] value_sel;
	reg [19:0] count;      
    reg [3:0] selnum;
    always@(posedge(clk))
	   if (rst)         
		  count <= 20'b0;
	   else
		  count <= count+1'b1;
	assign seg7_clk = count[19:18];	    
	assign value_sel = (sel) ? {8'h22, benchNo_10, benchNo_1} : value;
    always @ *          
    begin
         case (seg7_clk)    
            2'd0 :  begin
                        anode_L = {1'b1, 1'b1, 1'b1, anode_d[0]};
                        selnum = value_sel[3:0];
                    end
            2'd1 :  begin
                        anode_L = {1'b1, 1'b1, anode_d[1], 1'b1};
                        selnum = value_sel[7:4];
                    end
            2'd2 :  begin
                        anode_L = {1'b1, anode_d[2], 1'b1, 1'b1};
                        selnum = value_sel[11:8];
                    end
            2'd3 :  begin
                        anode_L = {anode_d[3], 1'b1, 1'b1, 1'b1};
                        selnum = value_sel[15:12];
                    end
        endcase
    end
    wire [3:0] benchNo_10 = 4'd1;   
    wire [3:0] benchNo_1 = 4'd2;    
    always @*
    begin
        case (selnum)
            4'd0  : seg_L = 7'b100_0000;
            4'd1  : seg_L = 7'b111_1001;
            4'd2  : seg_L = 7'b010_0100;
            4'd3  : seg_L = 7'b011_0000;            
            4'd4  : seg_L = 7'b001_1001;
            4'd5  : seg_L = 7'b001_0010;
            4'd6  : seg_L = 7'b000_0010;
            4'd7  : seg_L = 7'b111_1000;
            4'd8  : seg_L = 7'b000_0000;
            4'd9  : seg_L = 7'b001_0000;
            4'd11 : seg_L = 7'b000_0011;
            4'd12 : seg_L = 7'b100_0110;
            4'd13 : seg_L = 7'b010_0001;
            4'd14 : seg_L = 7'b000_0110;
            4'd15 : seg_L = 7'b000_1110;        
            default:seg_L = 7'b111_1111;
        endcase
    end
endmodule
module slow_clkgen (input clk, rst, output clk_out);
	reg [24:0] counter;
	always @(posedge clk)
	begin
         if (rst) 
             counter <= 25'd0;
         else
             counter <= counter + 1'b1;
	end
	assign clk_out = counter[24];
endmodule
```
**design/flow/run.sh**
```bash
#!/bin/bash
# OpenROAD 26Q1-2900-gdf79404cd8, Yosys 0.63+post, stock flow scripts
make -C /OpenROAD-flow-scripts/flow DESIGN_CONFIG=/design/flow/config.mk WORK_HOME=/design/flow/orfs finish
```
**design/flow/config.mk**
```make
export PLATFORM = sky130hd
export DESIGN_NAME = Lab5_top
export DESIGN_NICKNAME = Lab5_top
export VERILOG_FILES = /design/flow/design.v
export SDC_FILE = /design/flow/constraint.sdc
export NUM_CORES = 4
export LEC_CHECK = 1
export CORE_UTILIZATION = 40
```
**design/flow/constraint.sdc**
```tcl
current_design Lab5_top

set clk_period 3.8
set clk_io_pct 0.2

create_clock -name clk0 -period $clk_period [get_ports {clk}]

set non_clock_inputs [all_inputs -no_clocks]
set_input_delay [expr $clk_period * $clk_io_pct] -clock clk0 $non_clock_inputs
set_output_delay [expr $clk_period * $clk_io_pct] -clock clk0 [all_outputs]
```
==> impl_metrics.env <==
# yosys + openroad results
export IMPL_dieWidth_um=89.4
export IMPL_firstDrtPassIters=4
export IMPL_finalCritPeriodShare=0.954
export IMPL_grt_pass1_vias=2044
export IMPL_rsz0062_at_grt="false"
export IMPL_cts_max_level=2
export IMPL_final_hold_violation_count=0
export IMPL_grt_usage=0.147
export IMPL_p_comb_frac=0.062
export IMPL_worst_slew_pin_slew_ns=0.827
export IMPL_syn_to_final_growth_pct=11.8
export IMPL_drive_gt1_frac=0.0928
export IMPL_synth_cells=362
export IMPL_ys_cells=362
export IMPL_via_per_inst=5.01
export IMPL_clk_latency_ns=0.29
export IMPL_unclocked_regs=8
export IMPL_drt_iter0_drc=81
export IMPL_cp_start_kind="flip-flop"
export IMPL_top_area_frac=0.348
export IMPL_p_int_uw=629
export IMPL_synth_flops=53
export IMPL_drv_cap=0
export IMPL_dpl_cell_area_um2=3320
export IMPL_cts_root_buf="clkbuf_8"
export IMPL_max_freq_ghz=0.276
export IMPL_powerDensity_nw_per_um2=236
export IMPL_antenna_found_initial=0
export IMPL_setup_viol=0
export IMPL_endpoint_kind="primary output"
export IMPL_cts_tree="yes"
export IMPL_p_clk_frac=0.342
export IMPL_synth_avg_cell_area_um2=8.43
export IMPL_top_area_cell="dfxtp_1"
export IMPL_grt_max_degree=35
export IMPL_die_height_um=89.4
export IMPL_ff2ff_path_depth=6
export IMPL_arrival_ns=2.87
export IMPL_fin_area_um2=3410
export IMPL_untimed_endpoints=8
export IMPL_area_leaders="dfxtp_1, ha_1, nor2_1, xor2_1, xnor2_1"
export IMPL_r2r_start="uut2.counter[0]$_SDFF_PP0_"
export IMPL_cts_buffers=5
export IMPL_crit_type="reg -> out"
export IMPL_pin_count=14
export IMPL_warnings=40
export IMPL_yosysUniqueCellTypes=50
export IMPL_clock_skew_ns=0.00405
export IMPL_setup_tns_ns=0
export IMPL_core_um2=7330
export IMPL_insertedDiodeCount=0
export IMPL_cts_setup_buffers=0
export IMPL_outcome="completed"
export IMPL_initCoreUtil=0.416
export IMPL_max_slew_margin=0.435
export IMPL_p_seq_frac=0.596
export IMPL_hpwl_mm=3.89
export IMPL_p_sw_frac=0.220
export IMPL_drc=0
export IMPL_grt_pass1_wl_mm=9.18
export IMPL_synthArstFlopShare=0
export IMPL_hold_class="reg -> reg"
export IMPL_ir_drop_mv=0.202
export IMPL_cp_required_ns=3.04
export IMPL_ff_type="dfxtp_1"
export IMPL_vias=2384
export IMPL_clk_pin_slew_ns=0.08
export IMPL_port_buffers=13
export IMPL_postCtsHoldBufs=0
export IMPL_most_common_cell="nor2_1"
export IMPL_gp_congestion=0.876
export IMPL_hp_start="uut3.count[0]$_SDFF_PP0_"
export IMPL_hold_path_depth=1
export IMPL_fin_crit_ns=3.63
export IMPL_r2r_end="uut2.counter[24]$_SDFF_PP0_"
export IMPL_r2r_slack_ns=1.81
export IMPL_yosys_warnings=4
export IMPL_ys_seq_frac=0.348
export IMPL_chip_area_um2=7990
export IMPL_p_switching_uw=177
export IMPL_min_to="uut3.count[0]$_SDFF_PP0_"
export IMPL_cp_max_fo=7
export IMPL_detail_route_antenna_nets=0
export IMPL_std_cell_rows=31
export IMPL_syn_area_um2=3050
export IMPL_cts_buffer_depth=2
export IMPL_ys_area_um2=3050
export IMPL_wire_per_inst_um=11.4
export IMPL_finalMaxSlewViolations=0
export IMPL_edf_count=0
export IMPL_wl_mm=5.43
export IMPL_grt_overflow_total=0
export IMPL_p_leak_uw=0.00131
export IMPL_top_cells_by_count="nor2_1, dfxtp_1, nand2_1"
## repair_timing
action,CTS,global route
pin swaps,1,0
gates resized,2,6
setup endpoints to repair,7,6
## logic make-up (layout without fill, tap and decap cells)
logic type / Yosys count / count (layout) / synth area share
flops: 53 / 53 / 0.348
simple gates: 152 / 152 / 0.252
fa+ha+maj: 21 / 21 / 0.0861
xor+xnor: 41 / 41 / 0.118
compound gates: 58 / 58 / 0.127
mux: 8 / 8 / 0.0320
buf+inv: 29 / 44 / 0.0373
## layout by cell type, fill, tap and decap left out, types with 12 or more instances in the layout
cell / instances
nand2_1: 23
xor2_1: 21
o21ai_0: 14
nand3_1: 12
nor2_1: 54
inv_1: 12
ha_1: 21
a21oi_1: 18
xnor2_1: 20
dfxtp_1: 53
## layout make-up
cell class | count | area (um2)
multi-input combinational | 280 | 1900
timing repair buffer | 24 | 203
clock buffer | 6 | 72.6
fill | 706 | 3920
tap | 99 | 124
inverter | 12 | 45.0
clock inverter | 2 | 10.0
sequential | 53 | 1060
## metrics by stage
stage	utilization	instances	total power [uW]	hold WS [ns]	setup WS (ns)
after floorplan	-	362	524	0.418	0.545
after global placement	0.452	468	542	0.433	-0.294
after detailed placement	0.452	468	542	0.435	-0.318
after CTS	0.464	476	823	0.453	0.0176
after global routing	0.466	476	847	0.472	0.0109
final	0.466	476	807	0.449	0.174
## metal layers
layer	part of all wire	global-route usage	vias to the layer above
li1	-	-	1281
met1	0.53	0.221	1059
met2	0.42	0.239	36
met3	0.035	0.0197	8
met4	0.016	0.0231	0
met5	0	0	-
## state kept, by name, summed over array words and instances (netlist names)
register / count
uut1.count: 4
uut1.A.out: 4
uut3.count: 20
uut2.counter: 25
## worst max-delay path, cell delays in order, from the launching register on
cell	delay (ns)
dfxtp_1	0.43
buf_4	0.19
nand2b_1	0.22
o31ai_1	0.12
or3_4	0.41
ha_1	0.31
inv_1	0.05
mux4_2	0.44
clkdlybuf4s50_1	0.41
## power groups by stage
stage | logic, uW | clock network [uW] | registers [uW]
after CTS | 50.7 | 291 | 480
after global routing | 57.4 | 308 | 481
final | 50.2 | 276 | 481
## worst max path at each step
stage / from / end / slack (ns)
6_report: uut3.count[18]$_SDFF_PP0_ / seg_L[3] / 0.17
5_1_grt: uut3.count[18]$_SDFF_PP0_ / seg_L[5] / 0.01
4_1_cts: sel / seg_L[3] / 0.02
Power figures rest on the tool's default switching activity, not on a simulated workload.
